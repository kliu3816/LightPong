==> design.v <==
`timescale 1ns / 1ps
module clk_div(
    input in_clk, rst, 
    output reg div_clk
    );
    reg [32: 0] count;
    parameter max = 7499999;
    always @(posedge in_clk, posedge rst)
    begin 
        if(rst) 
            begin 
                count <= 0; 
                div_clk <= 0; 
            end
        else if(count == max)
            begin 
                count <= 0; 
                div_clk <= ~div_clk;
            end
        else 
            begin 
                count <= count + 1;
                div_clk <= div_clk;
            end
    end 
endmodule
==> run.sh <==
#!/bin/bash
# OpenROAD 26Q1-2900-gdf79404cd8, Yosys 0.63+post, stock flow scripts
make -C /OpenROAD-flow-scripts/flow DESIGN_CONFIG=/design/flow/config.mk WORK_HOME=/design/flow/orfs finish
==> config.mk <==
export PLATFORM = sky130hd
export DESIGN_NAME = clk_div
export DESIGN_NICKNAME = clk_div
export VERILOG_FILES = /design/flow/design.v
export SDC_FILE = /design/flow/constraint.sdc
export NUM_CORES = 4
export LEC_CHECK = 1
export CORE_UTILIZATION = 40
==> constraint.sdc <==
current_design clk_div

set clk_period 5.0
set clk_io_pct 0.2

create_clock -name clk0 -period $clk_period [get_ports {in_clk}]

set non_clock_inputs [all_inputs -no_clocks]
set_input_delay [expr $clk_period * $clk_io_pct] -clock clk0 $non_clock_inputs
set_output_delay [expr $clk_period * $clk_io_pct] -clock clk0 [all_outputs]
==> flow_summary.json <==
{
  "status": "finished clean",
  "cp_max_fo": 7,
  "p_sw_mw": 0.1087,
  "vias_per_cell": 5.716,
  "clk_pin_slew_ps": 70,
  "cts_tree": "yes",
  "insertion_delay_ps": 290,
  "max_freq_mhz": 424.0,
  "path_class": "reg -> reg",
  "adder_share_pct": 0.7246,
  "met1_length_um": 1731,
  "muxShareOfSynthArea_pct": 0,
  "power.density_nw_per_um2": 303.3,
  "yosys_area_sq_um": 1727,
  "warnings": 25,
  "period_used_pct": 47.17,
  "fin_tns_setup_ps": 0,
  "setup_violations": 0,
  "final_cells": 229,
  "cap_violations": 0,
  "dr_total_vias": 1309,
  "required_ps": 5220,
  "drive_above_1_share_pct": 7.263,
  "intPower_mw": 0.4758,
  "topCellsByArea": "dfrtp_1 49%, xor2_1 8.6%, nand3_1 4.3%, xnor2_1 4.1%, nand4_1 4.0%",
  "edf_count": 0,
  "seqPwrFrac_pct": 47.0,
  "synth_cells": 173,
  "worst_pin_slew_ps": 869.5,
  "post_drt_wl_per_cell_um": 14.69,
  "top_area_share_pct": 49.28,
  "final-comb-area_sq_um": 825.8,
  "ir_worst_vdd_uv": 196.2,
  "gr-total-overflow": 0,
  "power.share.combinational_pct": 1.1,
  "die_y_um": 67.70,
  "dr.pass1.iters": 4,
  "io_pins": 3,
  "grt_pass1_vias": 1201,
  "seq_area_sq_um": 850.8,
  "xor_area_share_pct": 12.68,
  "num_antenna_cells": 0,
  "gp_congestion": 0.8642,
  "grt_max_degree": 35,
  "drt-initial-drc-count": 52,
  "cts_hold_buffers": 0,
  "leakage_nw": 0.8946,
  "finalPower_mw": 0.5845,
  "fp_util_pct": 42.25,
  "wl_met3_um": 113,
  "yosys_warnings": 1,
  "synthArstFlopShare_pct": 100.0,
  "yosysMostFrequentCell": "dfrtp_1",
  "ys_cells": 173,
  "final.min_clock_period_ps": 2358,
  "rsz0062_at_grt": "false",
  "cp_data_arrival_time_ps": 2580,
  "yosys-top-cells-count": "34 x dfrtp_1, 17 x xor2_1, 15 x nand3_1, 11 x nand2_1, 11 x nand4_1",
  "ys_seq_share_pct": 49.28,
  "swShare_pct": 18.59,
  "slew_headroom_pct": 41.50,
  "cp-start-kind": "flop",
  "ant_nets": 0,
  "drt_drc_violations_left": 0,
  "ys_sh_simple_pct": 29.64,
  "top_logic_kind": "simple AND/OR/NAND/NOR gates",
  "ys_types": 36,
  "synth_area_sq_um": 1727,
  "portBuffers": 2,
  "fin_util_pct": 47.15,
  "maxUsedRoutingLayer": "met4",
  "cts_setup_buffers": 0,
  "syn_to_final_growth_pct": 11.59,
  "htreeDepth": 2,
  "synth-main-ff-cell": "dfrtp_1",
  "finalMaxSlewViolations": 0,
  "syn_avg_cell_area_sq_um": 9.981,
  "dp_cells": 221,
  "cts-root-buf": "clkbuf_8",
  "coreArea_sq_um": 4086,
  "aoi_share_pct": 4.783,
  "finalHoldViolCount": 0,
  "numCtsBuffers": 5,
  "rows": 23,
  "die_area_sq_um": 4583,
  "antenna_found_initial": 0,
  "hp-class": "reg -> reg",
  "grt_use_total_pct": 17.84,
  "ctsResizeCount": 0,
  "synth-seq-cells": 34,
  "clock_skew_ps": 5.857,
  "end_kind": "flop",
  "clock_sinks": 34,
  "die_x_um": 67.70,
  "wl_met2_um": 1433,
  "grt_pass1_wl_um": 5871,
  "largest_area_cell": "dfrtp_1",
  "clkPwrFrac_pct": 51.9,
  "nFillCells": 379,
  "hpwl_um": 2256,
  "wl_um": 3363,
  "clk_path_buf_depth": 2
}
flip-flops by register name, summed over array words and instances (netlist names):
name / cells
count: 33
div_clk: 1
worst paths after layout:
kind | start | endpoint | slack [ps] | depth (start not counted)
setup / recovery | count[0] | count[32] | 2640 | 5
hold / removal | div_clk | div_clk | 470 | 1
setup reg to reg | count[0] | count[32] | 2640 | 5
hold reg to reg | div_clk | div_clk | 470 | 1
max in group asynchronous | rst | count[12] | 3600 | 3
min in group asynchronous | rst | count[23] | 1100 | 3
cells in the final DEF (no fill, tap or decap), drive strengths merged:
master,instances
clkinv,1
o221ai,1
o21ai,5
nand4,12
bufinv,2
and4,2
nor4b,2
clkdlybuf4s50,2
buf,1
nand2,11
nor2,10
or4b,1
and3,8
a21oi,4
clkbuf,5
nor3b,3
nor3,9
xnor2,8
a31oi,1
xor2,17
nor4,6
nand3,15
nor2b,1
nor4bb,1
or4,5
o211ai,1
dfrtp,34
inv,6
ha,1
and2,1
or2,1
o31ai,1
o21a,1
metrics by stage:
stage	area (sq um)	setup WS (ps)	hold WS (ps)
after floorplan	1727	3127	420.4
after global placement	1789	2821	453.3
after detailed placement	1789	2727	459.4
after CTS	1927	2689	470.3
after global routing	1927	2379	486.8
final	1927	2642	465.8
power groups by stage:
stage	combinational (mW)	sequential [mW]	clock, mW
after CTS	0.00701	0.275	0.307
after global routing	0.00797	0.275	0.316
final	0.00647	0.275	0.303
logic make-up (layout without fill, tap and decap cells):
group	Yosys count	in the layout
adder cells (fa/ha/maj)	1	1
flip-flops	34	34
XOR/XNOR	25	25
AND-OR/OR-AND	14	14
AND/OR/NAND/NOR	88	88
buffers and inverters	11	17
layout make-up:
type                    instances  area share (%)
flip-flops and latches         34           44.16
repair buffers                  3           1.429
well taps                      50           3.247
multi-input cells             128           42.86
clock buffers                   5           3.571
clock inverters                 3           3.571
inverters                       6           1.169
critical path, stage by stage (launching register included):
cell and delay, ps:
dfrtp_1 420, ha_1 280, nand3_1 250, nor4_1 790, nor4b_1 370, xor2_1 170
per-layer routing:
| layer | up-vias | track usage, % |
|---|---|---|
| met5 | - | 0 |
| met2 | 24 | 23.89 |
| met1 | 641 | 30.92 |
| met4 | 0 | 3.457 |
| li1 | 635 | - |
| met3 | 9 | 3.596 |
Power and IR drop assume default switching activity.
